<file path="config.mk">
export PLATFORM = sky130hd
export DESIGN_NAME = sram
export DESIGN_NICKNAME = sram
export VERILOG_FILES = /design/flow/design.v
export SDC_FILE = /design/flow/constraint.sdc
export NUM_CORES = 4
export LEC_CHECK = 1
export CORE_UTILIZATION = 50
</file>
<file path="constraint.sdc">
current_design sram

set clk_period 17.4
set clk_io_pct 0.2

create_clock -name clk0 -period $clk_period [get_ports {wr}]

set non_clock_inputs [all_inputs -no_clocks]
set_input_delay [expr $clk_period * $clk_io_pct] -clock clk0 $non_clock_inputs
set_output_delay [expr $clk_period * $clk_io_pct] -clock clk0 [all_outputs]
</file>
<file path="design.v">
`timescale 1ns/1ns
module sram( dout, din, addr, wr, rd, cs );
  output reg [7:0] dout;
  input [7:0] din,addr;
  input wr,rd,cs;
  reg [7:0] sram [255:0];
  always @(posedge wr) begin
    if (cs) sram[addr] <= din;
  end
  always @(rd) begin
    if (cs && !rd) dout <= sram[addr];
  end
endmodule  
</file>
<file path="run.sh">
#!/bin/bash
# OpenROAD 26Q1-2900-gdf79404cd8, Yosys 0.63+post, stock flow scripts
make -C /OpenROAD-flow-scripts/flow DESIGN_CONFIG=/design/flow/config.mk WORK_HOME=/design/flow/orfs finish
</file>
==> ci_impl_report.md <==
### Yosys + OpenROAD results

| Metric | Value |
|---|---|
| Setup TNS | 0 ns |
| Comb area leader | multiplexers |
| Synth mux share | 0.147 |
| Clock H-tree levels | 4 |
| Registers, synthesis | 2,056 |
| Layout cell share with drive strength beyond 1 | 0.250 |
| Placeable Area | 0.155 mm^2 |
| Xor/xnor share | 0 |
| Final WL | 194,000 um |
| Total die size | 0.158 mm^2 |
| AO/OA Area Share | 0.0362 |
| Routed vias/inst | 6.33 |
| Detailed placer's ending HPWL | about 120,000 um |
| Wire length of the first global-routing pass | 285,000 um |
| I/O pin count | 27 |
| CTS buffer count | roughly 200 |
| # DRC | 0 |
| Run status | completed |
| Final min period | 7.49 ns |
| Final period utilization | 0.431 |
| Worst setup SP type | input pin |
| Adders+Majority by Area | 0 |
| GR Util All Layers | 0.286 |
| Antenna Nets Post-Route | 0 |
| Post-DR wirelength/cell | 32.8 um |
| Max cap viols | 0 |
| Number of unconstrained endpoints | 16 |
| Relative slew slack | 0.234 |
| Worst EP required | 17.84 ns |
| Slowest stage delay, CP | 0.93 ns |
| LEAKAGE | 26.7 nW |
| Syn. warnings | 1 |
| DR iter-0 viols | 2,597 |
| Drt pass-1 iters | 5 |
| Dpl ws | between 9 and 10 ns |
| Most numerous logic cells after layout | edfxtp_1 (2,048), mux4_2 (512), a22oi_1 (256) |
| Mapped cell area | 0.0784 mm^2 |
| Element type at the critical path end | register |
| HP Start | din[7] |
| Worst Hold Depth | 1 |
| Slew at the pin closest to its max-slew limit | around 1.1 ns |
| Chip height | around 400 um |
| Cell count after synthesis | 3,548 |
| GRT overflow | 0 |
| Hold path endpoint | sram[74][7] |
| Initial Utilization | 0.506 |
| Root Driver | clkbuf_16 |
| CP Class | in -> reg |
| DR vias | roughly 37k |
| Area Overhead vs Synth | 12.2% |
| Peak Freq | 133 MHz |
| Critical path peak fanout | 85 |
| Worst Hold Margin | ~3.1 ns |
| Register pins left without a clock | 8 |
| Die X | 398 um |
| Post-synthesis average cell area | 22.1 um^2 |
| Ys cells | 3,548 |
| VDD IR-drop max | ~0.00010 V |
| Post-cts resize count | 0 |
| Vias in the first global route | between 40k and 50k |
| Min-delay worst type | in -> reg |
| Gpl congestion | 0.956 |
| Netlist cell types | 22 |
| P per Cell Area | 116 mW/mm^2 |
| Post-CTS setup buffers | 0 |
| Cts hold-fix bufs | 0 |
| Commonest Layout Cell | edfxtp_1 |
| Clock transition at path regs | 0.06 ns |
| Initial antenna violation count | 9 |
| Slowest cell on crit path | nand3_1 |
| Crit path cell chain | buf_8 > buf_4 > buf_4 > nor2b_1 > nand3_1 > buf_4 > nor2_1 |
| Num rows | 144 |
| Final Hold Viols | 0 |
| Final Core Density | 0.568 |
| Yosys stat chip area | 0.0784 mm^2 |
| RSZ-0062 raised after global routing | false |
| Clock Path Buffers | 3 |
| Crit path top cell by count | buf_4 |
| Arrival time at the worst endpoint | 7.93 ns |
| Setup ws final | roughly 9.9 ns |
| CTS tree | built |
| PortBufs | 26 |
| Count of tool warnings | 32 |
| Largest net degree at the start of global routing | between 100 and 150 |
| Pins over their slew limit | 0 |
| Final tally of setup violations | 0 |
| And+or+nand+nor area frac | 0.0174 |
-- per-stage QoR --
stage / std cells / area [um^2] / total power, mW
3_5_place_dp: 5530 / 81400 / 6.01
2_1_floorplan: 3548 / 78400 / 5.79
4_1_cts: 5894 / 88000 / 10.3
3_3_place_gp: 5530 / 81400 / 6.00
6_report: 5903 / 88000 / 10.2
5_1_grt: 5895 / 88000 / 10.5
-- cell families (layout without fill, tap and decap cells) --
| group | count (synthesis) | in the layout |
|---|---|---|
| AND/OR/NAND/NOR | 331 | 331 |
| flip-flops | 2048 | 2048 |
| buffers and inverters | 233 | 535 |
| other | 0 | 9 |
| multiplexers | 512 | 512 |
| latches | 8 | 8 |
| AND-OR/OR-AND | 416 | 416 |
-- sequential cells by signal, summed over array words and instances, names as in the netlist --
register,count
sram,2048
dout,8
-- worst max-delay path by stage --
| stage | endpoint | from | cells past startpoint |
|---|---|---|---|
| 4_1_cts | sram[222][7] | addr[1] | 7 |
| 5_1_grt | sram[222][7] | addr[1] | 7 |
| 6_report | sram[222][7] | addr[1] | 7 |
-- worst max-delay path, delay by kind of cell --
family                 cells  cell delay [ns]
AND/OR/NAND/NOR            3             2.03
buffers and inverters      4             2.30
-- layout make-up --
cell class	instances	area, um^2
antenna	9	22.5
sequential	2056	61600
inverter	1	3.75
timing repair buffer	170	1420
clock buffer	235	5220
tap	2044	2560
clock inverter	129	1330
multi-input combinational	1259	15800
fill	10906	67000
-- synthesized netlist by cell type --
cell type	instances	area share
nand2_1	28	0.0013
o41ai_1	32	0.0036
mux4_2	512	0.15
or2_2	2	0.00016
buf_1	21	0.0010
buf_2	42	0.0027
or3_1	1	0.000080
dlxtp_1	8	0.0015
nor2b_1	7	0.00056
nor2_1	233	0.011
a22oi_1	256	0.025
a21oi_1	128	0.0082
nor3_1	30	0.0019
edfxtp_1	2048	0.78
buf_6	15	0.0022
nand3_1	13	0.00083
clkbuf_1	144	0.0069
nand2b_1	6	0.00048
and2_1	3	0.00024
buf_4	10	0.00096
inv_1	1	0.000048
nand4_1	8	0.00064
-- metal layers --
metal	vias to the layer above	global-route usage	wire length [um]
met3	330	0.243	36600
met2	2906	0.393	89900
met5	-	0.0182	490
li1	15397	-	-
met4	22	0.0628	5760
met1	18738	0.368	60900
-- power by group --
part	switching (mW)	leakage [nW]	internal, mW
logic	0.306	5.03	0.153
registers	0.00365	18.5	5.44
clock network	1.80	3.19	2.47
No activity file was given, so power comes from the tool's default toggle rates.
