`./design.v`:
```
`timescale 1ns/1ns
module LFSR(output reg [1:26] q,   
            input clk,             
            input rst_n,           
            input load,            
            input [1:26] din       
            );      
  always @(posedge clk) begin
    if (!rst_n)  q <= 26'b0;
    else begin
      if (load) q <= |din? din : 26'b1;
      else begin
        if (q == 26'b0) q <= 26'b1;
        else begin
         q <= q << 1;
         q[26] <= q[26]+q[8]+q[7]+q[1]+1'b1;
        end
      end
    end
  end
endmodule  
```
`./config.mk`:
```
export PLATFORM = sky130hd
export DESIGN_NAME = LFSR
export DESIGN_NICKNAME = LFSR
export VERILOG_FILES = /design/flow/design.v
export SDC_FILE = /design/flow/constraint.sdc
export NUM_CORES = 4
export LEC_CHECK = 1
export CORE_AREA = 10 10 107 107
export DIE_AREA = 0 0 117 117
```
`./constraint.sdc`:
```
current_design LFSR

set clk_period 1.9
set clk_io_pct 0.2

create_clock -name clk0 -period $clk_period [get_ports {clk}]

set non_clock_inputs [all_inputs -no_clocks]
set_input_delay [expr $clk_period * $clk_io_pct] -clock clk0 $non_clock_inputs
set_output_delay [expr $clk_period * $clk_io_pct] -clock clk0 [all_outputs]
```
`./run.sh`:
```
#!/bin/bash
# OpenROAD 26Q1-2900-gdf79404cd8, Yosys 0.63+post, stock flow scripts
make -C /OpenROAD-flow-scripts/flow DESIGN_CONFIG=/design/flow/config.mk WORK_HOME=/design/flow/orfs finish
```
==> impl_metrics.csv <==
group,metric,value,unit
worst_setup_path,cp_cell_sequence,"clkdlybuf4s50_1",
die,die_height,117,µm
worst_setup_path,cp_top_family,"buffers and inverters",
drt,antenna_cells,0,
clock_tree,insertion_delay,0.27,ns
drt,drc,0,
clock_tree,h-tree-depth,1,
synthesis,yosysUniqueCellTypes,13,
timing,hold_slack,0.5035,ns
die,rows,35,
synthesis,synth.cell_area,1054,µm²
timing,drv_slew,0,
drt,wl_per_cell,13.77,µm
drt,via_per_inst,3.289,
clock_tree,cts_resized,0,
pwr,leakagePower,0.6834,nW
pwr,p_per_area,669.2,nW/µm²
pwr,max-vdd-ir-drop,0.0002709,V
layout,reg_top3,"q (26)",
flow_run,warnings,25,
global_route,grt_pass1_wl,5.416,mm
layout,final_area,1803,µm²
worst_setup_path,crit_buf_inv,1,
worst_setup_path,path_max_fanout,3,
synthesis,ys_ff,26,
worst_setup_path,crit_arrival,1.20,ns
synthesis,postSynthCellCount,95,
clock_tree,clk_transition_reported_paths,0.10,ns
clock_tree,clock_sinks,26,
layout,largest_register_ff_count,26,
timing,timing.slew.headroom,72.75,%
synthesis,yosys.area.top_type_share,49.41,%
die,core,9196,µm²
synthesis,ys_chip_area,1054,µm²
drt,postRouteAntennaNets,0,
timing,rsz0062_at_grt,"false",
placed_design,portBuffers,54,
timing,min_period,1.576,ns
synthesis,yosysTopAreaCell,"dfxtp_1",
flow_run,maxCapViolCount,0,
die,die_w,117,µm
clock_tree,cts_tree,"built",
worst_setup_path,cpPeakStageDelay,0.50,ns
global_route,first_global_vias,952,
placed_design,gp_congestion,0.7021,
synthesis,yosys_cells,95,
layout,drive_above_1_share,7.237,%
placed_design,postPlaceCellArea,1748,µm²
drt,dr.first_iter.drc_count,26,
global_route,grt_start_max_net_pins,24,
synthesis,area_leaders,"dfxtp_1 (49%), mux2i_1 (24%), nor2b_1 (15%)",
timing,hold_viol,0,
min_path,hold_path_class,"in2reg",
die,ios,55,
worst_setup_path,cp-end-kind,"output port",
die,die-area,13690,µm²
timing,setup_violations,0,
clock_tree,clockBufferDepth,2,
worst_setup_path,worstPathRequired,1.52,ns
timing,finalClockPeriodUsage,82.94,%
layout,largest-register,"q",
drt,drt-pass1-iter-count,2,
timing,finalClockSkew,0.001256,ns
clock_tree,cts_setup_buffers,0,
clock_tree,holdBufCountCts,0,
synthesis,yosysWarnings,1,
timing,fmaxAchievable,0.6346,GHz
worst_setup_path,slowest_stage,"clkdlybuf4s50_1",
die,fp_util,11.46,%
global_route,grtUsageTotal,5.173,%
synthesis,ys_seq_share,49.41,%
clock_tree,cts_buffers,3,
drt,num_vias,865,
clock_tree,root_buffer,"clkbuf_8",
placed_design,hpwl,2.958,mm
worst_setup_path,setup.worst_path.class,"reg2out",
global_route,grt_overflow,0,
timing,worstMarginPinSlew,0.4050,ns
drt,drt_wl_total,3.621,mm
layout,synthToLayoutAreaGrowth,71.14,%
worst_setup_path,start_kind,"register",
synthesis,avgSynthCellArea,11.09,µm²
run_status,outcome,"finished clean",
global_route,antenna_found_initial,0,
layout by cell type, fill, tap and decap left out:
cell,count
clkdlybuf4s50_1,53
dfxtp_1,26
mux2i_1,25
nor2b_1,25
nor4_1,5
clkbuf_8,4
xnor2_1,3
buf_4,3
or4_4,1
nor3_2,1
and3_1,1
a41oi_1,1
o21ai_0,1
a21oi_1,1
buf_2,1
buf_12,1
cells in the mapped netlist (all sizes together):
cell type	count
mux2i	25
o21ai	1
a21oi	1
buf	3
xnor2	3
and3	1
nor4	5
nor2b	25
nor3	1
clkbuf	2
a41oi	1
dfxtp	26
or4	1
worst paths after layout:
path	from	end	slack, ns	cells after the start
setup / recovery	q[8]	q[8]	0.32	1
hold / removal	load	q[12]	0.50	3
setup reg to reg	q[8]	q[26]	0.94	4
hold reg to reg	q[21]	q[20]	0.52	2
through the flow:
stage / setup WS, ns / utilization, % / setup TNS (ns) / total power [mW] / std cells
4_1_cts: 0.2399 / 19.61 / 0 / 1.237 / 263
3_5_place_dp: -0.06887 / 19.01 / -0.06887 / 0.8497 / 259
3_3_place_gp: -0.05215 / 19.01 / -0.05215 / 0.8505 / 259
6_report: 0.3242 / 19.61 / 0 / 1.206 / 263
5_1_grt: 0.2540 / 19.61 / 0 / 1.284 / 263
2_1_floorplan: 0.6046 / - / 0 / 0.6836 / 95
routing by layer:
layer  vias up  share of wire, %  GRT usage [%]
met5         -                 0              0
met4         0                 0         0.5766
met3         0               9.4          1.909
met2        31                47          8.211
met1       394                44          6.802
li1        440                 -              -
cells by family (layout without fill, tap and decap cells):
family	after synthesis	in the layout	synth area share (%)
simple gates	33	33	20.43
flops	26	26	49.41
mux	25	25	23.75
buf+inv	5	62	2.138
compound gates	3	3	1.781
xor+xnor	3	3	2.495
report_power, final:
group	switching [mW]	internal (mW)
combinational	0.0701	0.159
clock	0.191	0.186
sequential	0.0218	0.579
final cells by class:
type	instances	area, µm²
Clock buffer	4	55.05
Fill cell	1005	7393
Multi-Input combinational cell	64	510.5
Sequential cell	26	520.5
Tap cell	111	138.9
Timing Repair Buffer	58	578.1
Power is estimated from default activity; no workload was simulated.
