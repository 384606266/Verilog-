### flow/config.mk
export PLATFORM = sky130hd
export DESIGN_NAME = ALU
export DESIGN_NICKNAME = ALU
export VERILOG_FILES = /design/flow/design.v
export SDC_FILE = /design/flow/constraint.sdc
export NUM_CORES = 4
export LEC_CHECK = 1
export CORE_AREA = 10 10 100 100
export DIE_AREA = 0 0 110 110
### flow/run.sh
#!/bin/bash
# OpenROAD 26Q1-2900-gdf79404cd8, Yosys 0.63+post, stock flow scripts
make -C /OpenROAD-flow-scripts/flow DESIGN_CONFIG=/design/flow/config.mk WORK_HOME=/design/flow/orfs finish
### flow/design.v
`timescale 1ns/1ns
module ALU(c_out, sum, oper, a, b, c_in);
  input [7:0] a,b;
  input c_in;
  input [2:0] oper;
  output reg [7:0] sum;
  output reg c_out;
  always @(*) begin
    case (oper)
      3'b000 : {c_out,sum} = a + b + c_in;     
      3'b001 : {c_out,sum} = a + ~b + c_in;    
      3'b010 : {c_out,sum} = b + ~a + ~c_in;   
      3'b011: {c_out, sum} = {1'b0, a | b};   
      3'b100: {c_out, sum} = {1'b0, a & b};   
      3'b101: {c_out, sum} = {1'b0, ~a & b};  
      3'b110: {c_out, sum} = {1'b0, a ^ b};   
      3'b111: {c_out, sum} = {1'b0, a ~^ b};  
      default: {c_out, sum} = 9'bx;
    endcase
  end
endmodule    
### flow/constraint.sdc
current_design ALU

set clk_period 4.8
set clk_io_pct 0.2

create_clock -name clk0 -period $clk_period

set non_clock_inputs [all_inputs -no_clocks]
set_input_delay [expr $clk_period * $clk_io_pct] -clock clk0 $non_clock_inputs
set_output_delay [expr $clk_period * $clk_io_pct] -clock clk0 [all_outputs]
==> results_slide.txt <==
Synthesis and Place & Route Summary

Status
  – Status: finished, final reports clean

STA
  – Final setup violation count: 0
  – Max_slew headroom: 0.719
  – F_max: 212 MHz
  – Post-route minimum period: 4710 ps
  – Final slew viol count: 0
  – Post-layout period usage: 0.982
  – Worst-margin pin slew: 421 ps
  – Fin Setup TNS: 0 ps
  – Fin. Hold Viols: 0

Final layout
  – Layout area overhead: 34.1%
  – Clock buffers: 0
  – Logic area: 1750 um2
  – Flop area: 0 um2
  – Flop Count: 0
  – Fillers: 810
  – Layout cells sized above 1: 0.184

Global routing
  – Tot GR Track Use: 0.0899
  – Global-route wire length before repair: 8880 um
  – Vias in the first global route: 1766
  – Initial antenna violation count: 0
  – Total grt overflow: 0
  – Largest net degree at the start of global routing: 23

Worst setup path
  – CP max stage delay: 450 ps
  – Crit path max-delay cell type: clkdlybuf4s50_1
  – Crit path max fanout: 3
  – Critical Path End Type: output pin
  – CP Launch Type: input pin
  – Setup CP Type: input pin to output pin
  – Crit path required time: 3840 ps
  – Crit-path cells: clkdlybuf4s50_1 -> inv_1 -> fa_2 -> ha_4 -> fa_2 -> a21o_1 -> a21oi_2 -> xor2_1 -> a21boi_1 -> o311a_1 -> clkdlybuf4s50_1
  – CP arrival: 3750 ps
  – Bufs and invs on worst path: 3
  – CP top delay family: adder cells

Yosys
  – Syn_area_per_cell: 7.37 um2
  – Chip area in the Yosys report: 1870 um2
  – Synth Seq Share: 0
  – Commonest cells post-synth: ha_1 (32), inv_1 (32), nand2_1 (21)
  – Cell accounting for the most synthesized area: ha_1
  – Syn. warnings: 1
  – Cell area leaders: ha_1 (21%), fa_1 (9.7%), xor2_1 (7.0%)
  – # Cells Yosys: 253
  – Area leader share: 0.215
  – Post-synth cell types: between 40 and 50
  – Synthesized netlist cell count: 253
  – Mapped Area: 1870 um2

Drt
  – Vias after detailed routing: 1846
  – Ant. Diodes: 0
  – Drt drc: 0
  – Drt pass-1 iters: 6
  – Drt total wl: ~5400 um
  – WL/cell: 13.6 um
  – Vias per Instance: between 4 and 5
  – Antenna Nets Post-Route: 0
  – Initial DRC Count: 158

Die
  – Die Span Y: 110 um
  – Core ar.: 7810 um2
  – Ports: 29
  – Pre-Place Util: 0.239
  – Die Area: 12100 um2
  – Die X: 110 um
  – FP Rows: 32

Job
  – Max-capacitance violation count: 0
  – Tool warnings: 54

Placed design
  – Placer's final routability congestion estimate: between 0.9 and 1
  – DP Wirelength: about 4400 um
  – Count of input and output buffers: 29

Worst hold path
  – Min-Delay Path Class: input pin to output pin

Clock network
  – Hold_buf cts: 0

Power
  – Power Total: about 0.30 mW
  – Worst vdd ir: ~0.025 mV
  – Areal power density over the cells: 121 nW/um2
  – Lkg Pwr: roughly 1.1 nW
-- layout by cell type (no fill, tap or decap), types with 2 or more instances in the layout --
cell type	instances
o2bb2ai_1	2
nor4_1	2
mux2_2	2
clkdlybuf4s50_1	26
nor2b_1	5
o211ai_1	5
o21ai_0	11
buf_4	27
a32oi_1	3
ha_2	3
o21ai_1	3
o21bai_1	2
nand2b_1	3
a21oi_1	12
xor2_1	15
a21o_1	5
a21oi_2	4
inv_1	31
nand3b_1	2
xnor2_1	8
nor2_1	18
nand2_1	21
fa_2	6
fa_1	3
nor3_1	5
a211oi_2	3
ha_1	27
ha_4	2
dlymetal6s2s_1	3
mux2i_1	3
a31oi_1	3
o31ai_1	4
-- path summary, 6_finish.rpt --
kind / from / end / cells past startpoint
hold / removal: a[6] / sum[6] / 7
setup / recovery: c_in / sum[5] / 11
-- layer usage --
layer	part of all wire	up-vias	GRT usage
met3	0.052	0	0.0123
li1	-	957	-
met5	0	-	0
met2	0.46	33	0.145
met4	0	0	0
met1	0.49	856	0.133
-- worst min-delay path: stages --
cell and delay [ps]:
clkdlybuf4s50_1 420, inv_1 60, ha_1 140, o211ai_1 90, o31ai_1 80, a22oi_1 70, dlymetal6s2s_1 140
-- final cells by class --
class              instances  area share
inverters                 33      0.0495
well taps                102      0.0510
multi-input cells        205       0.700
repair buffers            56       0.200
-- per-stage QoR --
| step | cells | utilization | cell area [um2] | setup slack [ps] | hold WS, ps |
|---|---|---|---|---|---|
| 2_1_floorplan | 253 | - | 1870 | 875 | 2060 |
| 3_3_place_gp | 395 | 0.307 | 2400 | -192 | 3170 |
| 3_5_place_dp | 395 | 0.307 | 2400 | -193 | 3180 |
| 4_1_cts | 395 | 0.309 | 2410 | 5.82 | 3180 |
| 5_1_grt | 396 | 0.321 | 2500 | -0.111 | 3010 |
| 6_report | 396 | 0.321 | 2500 | 86.4 | 2920 |
-- power breakdown --
part | switching [mW] | leakage (nW) | internal (mW)
sequential | 0 | 0 | 0
clock | 0 | 0 | 0
combinational | 0.150 | 1.10 | 0.152
-- cells by family after synthesis --
| group | Yosys count | share of synthesized area |
|---|---|---|
| AND-OR/OR-AND | 74 | 0.277 |
| XOR/XNOR | 23 | 0.108 |
| adder cells (fa/ha/maj) | 41 | 0.311 |
| buffers and inverters | 48 | 0.110 |
| multiplexers | 6 | 0.0402 |
| AND/OR/NAND/NOR | 61 | 0.154 |
-- repair_timing --
action / 4_1_cts / 5_1_grt
endpoints found under the setup margin: 3 / 6
buffers inserted: 0 / 1
pin swaps: 0 / 12
gates resized: 7 / 22
Power figures rest on the tool's default switching activity, not on a simulated workload.
